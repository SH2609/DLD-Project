`flow/design.v`:
```
`timescale 1ns / 1ps
module mainmenu(
    input clk,
    input [15:0] Hcount,
    input [15:0] Vcount,
    output reg [3:0] r_red,
    output reg [3:0] r_blue,
    output reg [3:0] r_green
    );
    always @(posedge clk) begin
        if(Hcount>=310 && Hcount<620 && Vcount>=220 && Vcount<300) begin
            if(Hcount>=320 && Hcount<370 && Vcount>=235 && Vcount<245) begin
                r_red<=4'h0;
                r_blue<=4'h0;
                r_green<=4'h0;
            end
            else if(Hcount>=320 && Hcount<330 && Vcount>=245 && Vcount<265) begin
                r_red<=4'h0;
                r_blue<=4'h0;
                r_green<=4'h0;
            end
            else if(Hcount>=330 && Hcount<370 && Vcount>=255 && Vcount<265) begin
                r_red<=4'h0;
                r_blue<=4'h0;
                r_green<=4'h0;
            end
            else if(Hcount>=360 && Hcount<370 && Vcount>=265 && Vcount<285) begin
                r_red<=4'h0;
                r_blue<=4'h0;
                r_green<=4'h0;
            end
            else if(Hcount>=320 && Hcount<370 && Vcount>=275 && Vcount<285) begin
                r_red<=4'h0;
                r_blue<=4'h0;
                r_green<=4'h0;
            end
            else if(Hcount>=380 && Hcount<430 && Vcount>=235 && Vcount<245) begin
                r_red<=4'h0;
                r_blue<=4'h0;
                r_green<=4'h0;
            end
            else if(Hcount>=400 && Hcount<410 && Vcount>=245 && Vcount<285) begin
                r_red<=4'h0;
                r_blue<=4'h0;
                r_green<=4'h0;
            end
            else if(Hcount>=440 && Hcount<450 && Vcount>=235 && Vcount<285) begin
                r_red<=4'h0;
                r_blue<=4'h0;
                r_green<=4'h0;
            end
            else if(Hcount>=450 && Hcount<485 && Vcount>=235 && Vcount<245) begin
                r_red<=4'h0;
                r_blue<=4'h0;
                r_green<=4'h0;
            end
            else if(Hcount>=475 && Hcount<485 && Vcount>=245 && Vcount<285) begin
                r_red<=4'h0;
                r_blue<=4'h0;
                r_green<=4'h0;
            end
            else if(Hcount>=450 && Hcount<475 && Vcount>=255 && Vcount<265) begin
                r_red<=4'h0;
                r_blue<=4'h0;
                r_green<=4'h0;
            end
            else if(Hcount>=495 && Hcount<505 && Vcount>=235 && Vcount<285) begin
                r_red<=4'h0;
                r_blue<=4'h0;
                r_green<=4'h0;
            end
            else if(Hcount>=505 && Hcount<515 && Vcount>=245 && Vcount<255) begin
                r_red<=4'h0;
                r_blue<=4'h0;
                r_green<=4'h0;
            end
            else if(Hcount>=510 && Hcount<520 && Vcount>=240 && Vcount<250) begin
                r_red<=4'h0;
                r_blue<=4'h0;
                r_green<=4'h0;
            end
            else if(Hcount>=515 && Hcount<540 && Vcount>=235 && Vcount<245) begin
                r_red<=4'h0;
                r_blue<=4'h0;
                r_green<=4'h0;
            end
            else if(Hcount>=550 && Hcount<600 && Vcount>=235 && Vcount<245) begin
                r_red<=4'h0;
                r_blue<=4'h0;
                r_green<=4'h0;
            end
            else if(Hcount>=570 && Hcount<580 && Vcount>=245 && Vcount<285) begin
                r_red<=4'h0;
                r_blue<=4'h0;
                r_green<=4'h0;
            end
            else begin
                r_red<=4'hF;
                r_blue<=4'hF;
                r_green<=4'hF;
            end
        end
        else begin
            r_red<=4'h0;
            r_blue<=4'h0;
            r_green<=4'h0;
        end
    end
endmodule
```
`flow/run.sh`:
```
#!/bin/bash
# OpenROAD 26Q1-2900-gdf79404cd8, Yosys 0.63+post, stock flow scripts
make -C /OpenROAD-flow-scripts/flow DESIGN_CONFIG=/design/flow/config.mk WORK_HOME=/design/flow/orfs finish
```
`flow/config.mk`:
```
export PLATFORM = sky130hd
export DESIGN_NAME = mainmenu
export DESIGN_NICKNAME = mainmenu
export VERILOG_FILES = /design/flow/design.v
export SDC_FILE = /design/flow/constraint.sdc
export NUM_CORES = 4
export LEC_CHECK = 1
export CORE_AREA = 10 10 105 105
export DIE_AREA = 0 0 115 115
```
`flow/constraint.sdc`:
```
current_design mainmenu

set clk_period 4.3
set clk_io_pct 0.2

create_clock -name clk0 -period $clk_period [get_ports {clk}]

set non_clock_inputs [all_inputs -no_clocks]
set_input_delay [expr $clk_period * $clk_io_pct] -clock clk0 $non_clock_inputs
set_output_delay [expr $clk_period * $clk_io_pct] -clock clk0 [all_outputs]
```
==> run notes <==
Results of the full flow below.

Outcome:
- The flow ran to the end, and the final reports show no timing, DRC or antenna violations.

Clocking:
- Hold repair after CTS inserted 0 buffers.
- After clock tree synthesis, the setup repair step added 0 buffers.
- The run puts the register clock-pin slew on the reported worst setup and hold paths at 0 ps.
- The run puts the count of instances resized after the clock tree is built at 0.

Die:
- The run puts the floorplan die width at 115 um.
- The run puts the top-level port count at 45.
- The share of the core area taken by cells at floorplan is 0.120.
- The run puts the die outline area at 13200 um^2.
- The die is 115 um tall.
- The run gives the core footprint as 8760 um^2.
- The floorplan has 34 rows.

Final timing:
- Counting pins that exceed their max-slew limit in the final report gives 0.
- The run gives the normalized max-slew margin as 0.532.
- The run puts the final tally of hold violations at 0.
- The run gives the least setup slack across all paths after layout as 932 ps.
- The run gives the final critical path time including I/O delays and setup as 3370 ps.
- The run gives the final setup violation count as 0.
- The run puts the final total negative setup slack at 0 ps.
- The run puts the share of the clock period used by the worst path after layout at 0.783.
- Setup repair after global routing left no endpoint under its margin.
- The run gives the peak clock frequency supported by timing as 297 MHz.
- The run gives the actual transition at the worst max-transition pin as 692 ps.

Worst setup path:
- The run gives the critical path required time as 4170 ps.
- Looking at the setup timing report, the critical path kind is input pin to register.
- The run gives the endpoint arrival time on the critical path as 3240 ps.
- Per the STA report, the cell with the highest stage delay on the worst path is sky130_fd_sc_hd__or4_4.
- The cell sequence reported for the critical path is clkdlybuf4s50_1 > or4_4 > or4_4 > a2111oi_0 > a32oi_1 > o211ai_1 > nor4b_2.
- The critical path runs through a total of 7 cells.
- Broken down by cell family, the worst path's largest delay share belongs to simple AND/OR/NAND/NOR gates.
- The run gives the most used cell along the critical path as sky130_fd_sc_hd__or4_4.
- Per the timing report, the biggest fanout along the worst path comes to 8.
- Per the post-run analysis, buffers plus inverters along the critical path come to 1.
- The worst setup path is launched from an input pin.
- The run puts the largest stage delay on the critical path at 540 ps.
- STA classifies the critical path endpoint as a register.

Job:
- The run gives the total of max-cap violations as 0.
- The run gives the count of tool warnings as 28.

Cells and area:
- The run puts the fill cell instance count of the final layout at 1010.
- The area growth from synthesis to layout is 41.8%.
- The largest registers in the layout are r_green (1).
- The number of flip-flops under the largest register name is 1.
- In the final layout, the share of cells above drive strength 1 is 0.0437.
- The run gives the most numerous logic cell after layout as sky130_fd_sc_hd__clkdlybuf4s50_1.
- Ranked by flip-flop count, first place goes to r_green.
- By instance count after routing, the leading logic cell types are sky130_fd_sc_hd__clkdlybuf4s50_1, sky130_fd_sc_hd__nor2_1, sky130_fd_sc_hd__nand2_1.

Synth:
- The run gives the synthesized instance count as 162.
- The run puts the share of synthesized registers carrying an async set or reset at 0.
- The run gives the average footprint of a synthesized cell as 6.51 um^2.
- The run gives the top-area cell type share of the netlist area as 0.0783.
- The run puts the tally of yosys warning messages at 1.
- For this design, Yosys synthesis ends with a cell count of 162.
- The run gives the most area-hungry cell type in the Yosys netlist as sky130_fd_sc_hd__buf_4.
- The run puts the yosys-reported design area after synthesis at 1050 um^2.
- The run puts the number of enable flip-flop cells at 0.
- The run gives the netlist area before placement as 1050 um^2.
- The run puts the total of flip-flops plus latches after synthesis at 1.
- By area the synthesized netlist is led by sky130_fd_sc_hd__buf_4, sky130_fd_sc_hd__o21ai_0, sky130_fd_sc_hd__nor2_1, sky130_fd_sc_hd__clkbuf_1, sky130_fd_sc_hd__nand2_1.
- Of the synthesized area, sequential elements account for 0.0190.
- Post-synth the commonest register cell is sky130_fd_sc_hd__dfxtp_1.
- Counting distinct cell types in the post-synthesis netlist gives 50.

Route:
- The run gives the antenna cell count as 0.
- Dividing the detail-routed wire length by the instance count gives 13.9 um.
- The run gives the via density per instance as 4.66.
- The run gives the count of vias placed by the detailed router as 1356.
- The run gives the number of DRC violations after detailed routing as 0.
- Before antenna repair, the detailed router went through 4 iterations.
- For this block, the initial DRC count from the detailed router was 159.
- The run puts the total wire length after detailed routing at 4050 um.
- The count of nets left with antenna violations once routing finished came out at 0.

Place:
- The run gives the placer congestion estimate as 0.967.
- The run gives the minimum setup slack after placement as 930 ps.
- The run gives the estimated wirelength of the detail-placed design as 3390 um.
- The run puts the quantity of I/O buffers inserted on ports at 44.

Hold path:
- The run puts the count of cells along the worst hold path at 1.
- The path class of the tightest hold or removal check is register to output pin.

Global routing:
- The global route stage reports its total congestion overflow as 0.
- The first global-routing pass estimated 6520 um of wire.
- The run puts the pin count of the biggest net entering global routing at 18.
- The run gives the initial antenna violation count as 0.
- The run gives the via count of the first global-routing pass as 1240.
- The run puts the total routing resource utilization after global routing at 0.0580.

Power and ir drop:
- For this design the ratio of total power to cell area is 65.0 nW/um^2.
- The run gives the leakage power of the design as 0.000426 uW.
- The run gives the total power as 97.3 uW.
- The run gives the peak ir drop on the vdd network as 0.0175 mV.
[worst paths after layout]
path                        from         end  slack, ps
worst max-delay path  Vcount[13]  r_green[2]        930
worst min-delay path  r_green[2]   r_blue[2]       1690
[report_power, final]
part           leakage, uW  switching (uW)  internal [uW]
clock network            0               0              0
registers       0.00000805        0.000148           9.47
logic             0.000418            44.4           43.3
total             0.000426            44.4           52.8
[stage by stage]
step                cell area, um^2  utilization  cells  hold slack [ps]
CTS                            1500        0.171    291             1710
finish                         1500        0.171    291             1690
detailed placement             1500        0.171    291             1710
global route                   1500        0.171    291             1750
global placement               1500        0.171    291             1710
floorplan                      1050            -    162             1200
[synthesized netlist by cell type, types with 3 or more instances]
cell,n
sky130_fd_sc_hd__or4_1,5
sky130_fd_sc_hd__a211oi_1,4
sky130_fd_sc_hd__o211ai_1,3
sky130_fd_sc_hd__nand4_1,3
sky130_fd_sc_hd__nand2b_1,3
sky130_fd_sc_hd__nand3b_1,4
sky130_fd_sc_hd__nor2_1,12
sky130_fd_sc_hd__o21ai_0,10
sky130_fd_sc_hd__a31oi_1,5
sky130_fd_sc_hd__clkbuf_1,11
sky130_fd_sc_hd__nand3_1,8
sky130_fd_sc_hd__nand2_1,11
sky130_fd_sc_hd__a21oi_1,8
sky130_fd_sc_hd__a2111oi_0,3
sky130_fd_sc_hd__nor3_1,7
sky130_fd_sc_hd__or3_1,3
sky130_fd_sc_hd__o21a_1,3
sky130_fd_sc_hd__buf_4,11
sky130_fd_sc_hd__inv_1,4
sky130_fd_sc_hd__o31a_1,3
[final cells by class]
cell class	instances	area, um^2	area share
Timing Repair Buffer	44	440	0.295
Sequential cell	1	20.0	0.0134
Inverter	4	15.0	0.0100
Multi-Input combinational cell	134	885	0.592
Tap cell	108	135	0.0904
[kinds of logic after synthesis]
kind of cell,Yosys count,synth area share
buf+inv,27,0.142
simple gates,72,0.413
compound gates,62,0.426
flops,1,0.0190
[routing by layer]
| layer | vias up | part of all wire | GRT usage |
|---|---|---|---|
| met2 | 57 | 0.44 | 0.0897 |
| met5 | - | 0 | 0 |
| li1 | 687 | - | - |
| met4 | 0 | 0.0020 | 0 |
| met1 | 610 | 0.47 | 0.0869 |
| met3 | 2 | 0.081 | 0.0105 |
Power is estimated from default activity; no workload was simulated.
