==> design/flow/config.mk <==
export PLATFORM = sky130hd
export DESIGN_NAME = gameoverscreen
export DESIGN_NICKNAME = gameoverscreen
export VERILOG_FILES = /design/flow/design.v
export SDC_FILE = /design/flow/constraint.sdc
export NUM_CORES = 4
export LEC_CHECK = 1
export CORE_UTILIZATION = 30
==> design/flow/constraint.sdc <==
current_design gameoverscreen

set clk_period 3.6
set clk_io_pct 0.2

create_clock -name clk0 -period $clk_period [get_ports {clk}]

set non_clock_inputs [all_inputs -no_clocks]
set_input_delay [expr $clk_period * $clk_io_pct] -clock clk0 $non_clock_inputs
set_output_delay [expr $clk_period * $clk_io_pct] -clock clk0 [all_outputs]
==> design/flow/design.v <==
`timescale 1ns / 1ps
module gameoverscreen(
    input clk,
    input [15:0] Hcount,
    input [15:0] Vcount,
    output reg [3:0] r_red,
    output reg [3:0] r_blue,
    output reg [3:0] r_green
    );
    always @(posedge clk) begin
        if(Hcount>=220 && Hcount<320 && Vcount>=110 && Vcount<135) begin
            r_red<=4'hF;
            r_blue<=4'hF;
            r_green<=4'hF;
        end
        else if(Hcount>=220 && Hcount<245 && Vcount>=135 && Vcount<235) begin
            r_red<=4'hF;
            r_blue<=4'hF;
            r_green<=4'hF;
        end
        else if(Hcount>=245 && Hcount<320 && Vcount>=210 && Vcount<235) begin
            r_red<=4'hF;
            r_blue<=4'hF;
            r_green<=4'hF;
        end
        else if(Hcount>=295 && Hcount<320 && Vcount>=160 && Vcount<210) begin
            r_red<=4'hF;
            r_blue<=4'hF;
            r_green<=4'hF;
        end
        else if(Hcount>=270 && Hcount<295 && Vcount>=160 && Vcount<185) begin
            r_red<=4'hF;
            r_blue<=4'hF;
            r_green<=4'hF;
        end
        else if(Hcount>=345 && Hcount<370 && Vcount>=110 && Vcount<235) begin
            r_red<=4'hF;
            r_blue<=4'hF;
            r_green<=4'hF;
        end
        else if(Hcount>=370 && Hcount<420 && Vcount>=110 && Vcount<135) begin
            r_red<=4'hF;
            r_blue<=4'hF;
            r_green<=4'hF;
        end
        else if(Hcount>=370 && Hcount<420 && Vcount>=160 && Vcount<185) begin
            r_red<=4'hF;
            r_blue<=4'hF;
            r_green<=4'hF;
        end
        else if(Hcount>=420 && Hcount<445 && Vcount>=110 && Vcount<235) begin
            r_red<=4'hF;
            r_blue<=4'hF;
            r_green<=4'hF;
        end
        else if(Hcount>=470 && Hcount<495 && Vcount>=110 && Vcount<235) begin
            r_red<=4'hF;
            r_blue<=4'hF;
            r_green<=4'hF;
        end
        else if(Hcount>=495 && Hcount<570 && Vcount>=110 && Vcount<135) begin
            r_red<=4'hF;
            r_blue<=4'hF;
            r_green<=4'hF;
        end
        else if(Hcount>=520 && Hcount<545 && Vcount>=135 && Vcount<185) begin
            r_red<=4'hF;
            r_blue<=4'hF;
            r_green<=4'hF;
        end
        else if(Hcount>=570 && Hcount<595 && Vcount>=110 && Vcount<235) begin
            r_red<=4'hF;
            r_blue<=4'hF;
            r_green<=4'hF;
        end
        else if(Hcount>=620 && Hcount<645 && Vcount>=110 && Vcount<235) begin
            r_red<=4'hF;
            r_blue<=4'hF;
            r_green<=4'hF;
        end
        else if(Hcount>=645 && Hcount<720 && Vcount>=110 && Vcount<135) begin
            r_red<=4'hF;
            r_blue<=4'hF;
            r_green<=4'hF;
        end
        else if(Hcount>=645 && Hcount<720 && Vcount>=160 && Vcount<185) begin
            r_red<=4'hF;
            r_blue<=4'hF;
            r_green<=4'hF;
        end
        else if(Hcount>=645 && Hcount<720 && Vcount>=210 && Vcount<235) begin
            r_red<=4'hF;
            r_blue<=4'hF;
            r_green<=4'hF;
        end
        else if(Hcount>=245 && Hcount<270 && Vcount>=260 && Vcount<385) begin
            r_red<=4'hF;
            r_blue<=4'hF;
            r_green<=4'hF;
        end
        else if(Hcount>=270 && Hcount<320 && Vcount>=260 && Vcount<285) begin
            r_red<=4'hF;
            r_blue<=4'hF;
            r_green<=4'hF;
        end
        else if(Hcount>=270 && Hcount<320 && Vcount>=360 && Vcount<385) begin
            r_red<=4'hF;
            r_blue<=4'hF;
            r_green<=4'hF;
        end
        else if(Hcount>=320 && Hcount<345 && Vcount>=260 && Vcount<385) begin
            r_red<=4'hF;
            r_blue<=4'hF;
            r_green<=4'hF;
        end 
        else if(Hcount>=370 && Hcount<395 && Vcount>=260 && Vcount<335) begin
            r_red<=4'hF;
            r_blue<=4'hF;
            r_green<=4'hF;
        end
        else if(Hcount>=370 && Hcount<405 && Vcount>=335 && Vcount<345) begin
            r_red<=4'hF;
            r_blue<=4'hF;
            r_green<=4'hF;
        end
        else if(Hcount>=380 && Hcount<415 && Vcount>=345 && Vcount<355) begin
            r_red<=4'hF;
            r_blue<=4'hF;
            r_green<=4'hF;
        end
        else if(Hcount>=390 && Hcount<450 && Vcount>=355 && Vcount<365) begin
            r_red<=4'hF;
            r_blue<=4'hF;
            r_green<=4'hF;
        end
        else if(Hcount>=395 && Hcount<440 && Vcount>=365 && Vcount<375) begin
            r_red<=4'hF;
            r_blue<=4'hF;
            r_green<=4'hF;
        end
        else if(Hcount>=405 && Hcount<430 && Vcount>=375 && Vcount<385) begin
            r_red<=4'hF;
            r_blue<=4'hF;
            r_green<=4'hF;
        end
        else if(Hcount>=425 && Hcount<460 && Vcount>=345 && Vcount<355) begin
            r_red<=4'hF;
            r_blue<=4'hF;
            r_green<=4'hF;
        end
        else if(Hcount>=435 && Hcount<470 && Vcount>=335 && Vcount<345) begin
            r_red<=4'hF;
            r_blue<=4'hF;
            r_green<=4'hF;
        end
        else if(Hcount>=445 && Hcount<470 && Vcount>=260 && Vcount<335) begin
            r_red<=4'hF;
            r_blue<=4'hF;
            r_green<=4'hF;
        end
        else if(Hcount>=495 && Hcount<520 && Vcount>=260 && Vcount<385) begin
            r_red<=4'hF;
            r_blue<=4'hF;
            r_green<=4'hF;
        end
        else if(Hcount>=520 && Hcount<595 && Vcount>=260 && Vcount<285) begin
            r_red<=4'hF;
            r_blue<=4'hF;
            r_green<=4'hF;
        end
        else if(Hcount>=520 && Hcount<595 && Vcount>=310 && Vcount<335) begin
            r_red<=4'hF;
            r_blue<=4'hF;
            r_green<=4'hF;
        end
        else if(Hcount>=520 && Hcount<595 && Vcount>=360 && Vcount<385) begin
            r_red<=4'hF;
            r_blue<=4'hF;
            r_green<=4'hF;
        end
        else if(Hcount>=620 && Hcount<645 && Vcount>=260 && Vcount<385) begin
            r_red<=4'hF;
            r_blue<=4'hF;
            r_green<=4'hF;
        end
        else if(Hcount>=645 && Hcount<720 && Vcount>=260 && Vcount<285) begin
            r_red<=4'hF;
            r_blue<=4'hF;
            r_green<=4'hF;
        end
        else if(Hcount>=695 && Hcount<720 && Vcount>=285 && Vcount<335) begin
            r_red<=4'hF;
            r_blue<=4'hF;
            r_green<=4'hF;
        end
        else if(Hcount>=645 && Hcount<695 && Vcount>=310 && Vcount<335) begin
            r_red<=4'hF;
            r_blue<=4'hF;
            r_green<=4'hF;
        end
        else if(Hcount>=655 && Hcount<680 && Vcount>=335 && Vcount<345) begin
            r_red<=4'hF;
            r_blue<=4'hF;
            r_green<=4'hF;
        end
        else if(Hcount>=665 && Hcount<690 && Vcount>=345 && Vcount<355) begin
            r_red<=4'hF;
            r_blue<=4'hF;
            r_green<=4'hF;
        end
        else if(Hcount>=675 && Hcount<700 && Vcount>=355 && Vcount<365) begin
            r_red<=4'hF;
            r_blue<=4'hF;
            r_green<=4'hF;
        end
        else if(Hcount>=685 && Hcount<710 && Vcount>=365 && Vcount<375) begin
            r_red<=4'hF;
            r_blue<=4'hF;
            r_green<=4'hF;
        end
        else if(Hcount>=695 && Hcount<720 && Vcount>=375 && Vcount<385) begin
            r_red<=4'hF;
            r_blue<=4'hF;
            r_green<=4'hF;
        end
        else begin
            r_red<=4'h0;
            r_blue<=4'h0;
            r_green<=4'h0;
        end
    end
endmodule
==> design/flow/run.sh <==
#!/bin/bash
# OpenROAD 26Q1-2900-gdf79404cd8, Yosys 0.63+post, stock flow scripts
make -C /OpenROAD-flow-scripts/flow DESIGN_CONFIG=/design/flow/config.mk WORK_HOME=/design/flow/orfs finish
==> flow_summary.json <==
{
  "io_buffers": 44,
  "fin_setup_tns_ps": 0,
  "worst_pin_slew_ps": 606,
  "antenna_found_initial": 0,
  "cellPowerDensity_nw_per_um2": 86.6,
  "core_um2": 5470,
  "synth_area_um2": 1700,
  "critPathMaxStageDelay_ps": 730,
  "hold_depth": 1,
  "initCoreUtil": 0.310,
  "endpoint_kind": "flip-flop",
  "synth-edff-count": 0,
  "slew_violations": 0,
  "slowest_stage": "clkdlybuf4s50_1",
  "largestRegisters": "r_green: 1 flops",
  "arrival_ps": 3100,
  "min_period_ps": 3250,
  "synth_area_leader_cell": "buf_4",
  "place_congestion": 0.986,
  "drc_errors": 0,
  "seq_area_frac_synth": 0.0118,
  "slew_headroom": 0.592,
  "via_per_inst": 6.29,
  "dr_total_vias": 2213,
  "hp-class": "flip-flop to output port",
  "io_pins": 45,
  "crit_chain": "clkdlybuf4s50_1 -> inv_1 -> or4_4 -> nor4b_1 -> a32oi_1 -> o2111ai_1 -> a2111oi_2 -> o2111ai_1",
  "startpoint": "Vcount[6]",
  "synthArstFlopShare": 0,
  "n_fill_cell": 597,
  "leakage_nw": 0.654,
  "syn_to_final_growth_pct": 24.6,
  "rsz0062_at_grt": "false",
  "netlist_instances": 259,
  "top_register": "r_green",
  "dieHeight_um": 77.2,
  "antenna-diode-count": 0,
  "drt_iter0_markers": 148,
  "dieArea_um2": 5960,
  "drt_wl_total_um": 6120,
  "yosys_cells": 259,
  "cp-start-kind": "primary input",
  "ir_worst_vdd_uv": 57.1,
  "dr.pass1.iters": 5,
  "grt_first_pass_wirelength_um": 10100,
  "required_ps": 3450,
  "final-comb-area_um2": 1450,
  "largest_reg_flops": 1,
  "drive_gt1_frac": 0.121,
  "whs_ps": 1540,
  "avgSynthCellArea_um2": 6.55,
  "wl_per_cell_um": 17.4,
  "clk_pin_slew_ps": 0,
  "yosys.cell_types.count": 68,
  "synth-main-ff-cell": "dfxtp_1",
  "yosys_area_um2": 1700,
  "tool_warnings": 28,
  "numSynthFlops": 1,
  "postRouteAntennaNets": 0,
  "grt_pass1_vias": 1973,
  "status": "completed",
  "seq_area_um2": 20.0,
  "crit_fanout": 12,
  "cp_common_cell": "o2111ai_1",
  "topCellsByArea": "buf_4, a21oi_1, nor2_1, nand2_1, nor3_1",
  "setup_viol_count_final": 0,
  "fin_crit_sh": 0.902,
  "rows": 27,
  "yosysWarnings": 1,
  "top_area_frac": 0.0576,
  "min-delay-start": "r_green[2]$_SDFF_PP1_",
  "cp.depth": 8,
  "hold_viol": 0,
  "cp_top_family": "buffers and inverters",
  "grt_usage": 0.210,
  "path_buffers": 2,
  "dp_hpwl_um": 4740,
  "critPathKind": "primary input to flip-flop",
  "grt_max_degree": 21,
  "cap_viol_max_count": 0,
  "fmax_mhz": 308,
  "grt-ovfl-total": 0,
  "die_x_um": 77.2
}
-- cell families after synthesis --
group	after synthesis	share of synthesized area
AND/OR/NAND/NOR	110	0.360
flip-flops	1	0.0118
multiplexers	2	0.0125
buffers and inverters	41	0.137
AND-OR/OR-AND	105	0.479
-- cell usage in the layout (no fill, tap or decap), types with 2 or more instances in the layout --
cell type / instances
clkdlybuf4s50_1: 44
nor2b_1: 3
nor2_1: 21
nor3b_1: 2
nor4b_1: 4
nand2b_1: 2
a22oi_1: 2
inv_2: 2
a211oi_1: 2
nor3_1: 13
a32oi_1: 3
nand3_1: 13
a311oi_1: 4
a221oi_1: 2
nor4_2: 2
a31o_2: 2
o21a_1: 2
o31ai_1: 2
o21ai_0: 9
o21ai_1: 2
o21bai_1: 2
nand2_1: 20
a21o_1: 5
o2111ai_1: 8
nor4_1: 6
a211o_1: 4
buf_4: 12
a31oi_1: 6
nand4_1: 5
and2_1: 4
o211a_1: 2
inv_1: 4
a21oi_1: 19
a2111oi_0: 4
o311a_1: 2
or3_1: 5
o22ai_1: 2
o211ai_1: 7
-- where the power goes --
group | total [W] | switching, W | internal (W) | leakage (nW)
sequential | 0.0000113 | 0.00000000556 | 0.0000113 | 0.00805
combinational | 0.000172 | 0.0000998 | 0.0000718 | 0.646
clock | 0 | 0 | 0 | 0
-- stage by stage --
step           power (W)  worst slack (ps)  utilization  area [um^2]  cells
6_report        0.000183               354        0.386         2110    352
5_1_grt         0.000198               142        0.386         2110    352
4_1_cts         0.000179               177        0.385         2110    352
3_5_place_dp    0.000178               197        0.385         2110    352
3_3_place_gp    0.000182               137        0.385         2110    352
2_1_floorplan   0.000111              1180            -         1700    259
-- layer usage --
layer  GRT usage  wire length [um]  up-vias
met1       0.314              2580      987
met2       0.321              2820      138
met3      0.0121               522       16
li1            -                 -     1072
met4      0.0642               184        0
met5           0                 0        -
-- cells in the mapped netlist, types with 4 or more instances --
library cell,number
a21o_1,5
and2_1,4
o21ai_0,9
a211o_1,4
nand3_1,13
a31oi_1,6
a2111oi_0,4
o2111ai_1,8
o211ai_1,7
nor4b_1,4
buf_2,10
nor3_1,14
nor4_1,6
a21oi_1,19
nand2_1,20
a311oi_1,4
nand4_1,5
inv_1,4
buf_4,13
nor2_1,21
or3_1,5
clkbuf_1,7
-- worst paths after layout --
check                    end
min               r_green[2]
max    r_green[2]$_SDFF_PP1_
-- final cells by class --
cell class / count / area share
Tap cell: 72 / 0.0427
Multi-Input combinational cell: 217 / 0.686
Inverter: 6 / 0.0107
Sequential cell: 1 / 0.00948
Timing Repair Buffer: 56 / 0.251
-- repair_timing --
action,4_1_cts,5_1_grt
hold buffers,0,0
setup endpoints to repair,0,1
setup buffers,0,0
hold endpoints to repair,0,0
resized,0,1
Power figures rest on the tool's default switching activity, not on a simulated workload.
